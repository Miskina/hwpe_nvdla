`design/flow/design.v`:
```
interface hwpe_ctrl_intf_periph #(
  parameter int unsigned ID_WIDTH = -1
) (
  input logic clk
);
  logic                req;
  logic                gnt;
  logic [31:0]         add;
  logic                wen;
  logic [3:0]          be;
  logic [31:0]         data;
  logic [ID_WIDTH-1:0] id;
  logic [31:0]         r_data;
  logic                r_valid;
  logic [ID_WIDTH-1:0] r_id;
  modport master (
    output req, add, wen, be, data, id,
    input  gnt, r_data, r_valid, r_id
  );
  modport slave (
    input  req, add, wen, be, data, id,
    output gnt, r_data, r_valid, r_id
  );
endinterface  
interface nvdla_csb_intf (
    input logic clk
);
    logic        valid;
    logic        ready;
    logic [15:0] addr;
    logic [31:0] wdat;
    logic        write;
    logic        r_valid;
    logic [31:0] r_data;
    logic        wr_complete;
    logic        nposted;
    modport master (
        input  ready, r_valid, r_data, wr_complete,
        output valid, addr, wdat, write, nposted
    );
    modport slave (
        output ready, r_valid, r_data, wr_complete,
        input  valid, addr, wdat, write, nposted
    );
    modport monitor (
        input ready, r_valid, r_data, wr_complete,
              valid, addr, wdat, write, nposted
    );
endinterface  
interface nvdla_dbb_intf #(
    parameter int unsigned NVDLA_DBB_AW_ADDR_WIDTH = 32,
    parameter int unsigned NVDLA_DBB_AR_ADDR_WIDTH = 32,
    parameter int unsigned NVDLA_DBB_W_DATA_WIDTH  = 64,
    parameter int unsigned NVDLA_DBB_R_DATA_WIDTH  = 64
) (
    input logic clk
);
    localparam NVDLA_DBB_W_STRB_WIDTH = NVDLA_DBB_W_DATA_WIDTH / 8;
    logic                               aw_valid;
    logic                               aw_ready;
    logic [3:0]                         aw_len;
    logic [NVDLA_DBB_AW_ADDR_WIDTH-1:0] aw_addr;
    logic [7:0]                         aw_id;
    logic                               ar_valid;
    logic                               ar_ready;
    logic [3:0]                         ar_len;
    logic [NVDLA_DBB_AR_ADDR_WIDTH-1:0] ar_addr;
    logic [7:0]                         ar_id;
    logic                               w_valid;
    logic                               w_ready;
    logic [NVDLA_DBB_W_DATA_WIDTH-1:0]  w_data;
    logic                               w_last;
    logic [NVDLA_DBB_W_STRB_WIDTH-1:0]  w_strb;
    logic                               b_valid;
    logic                               b_ready;
    logic [7:0]                         b_id;
    logic                               r_valid;
    logic                               r_ready;
    logic                               r_last;
    logic [NVDLA_DBB_R_DATA_WIDTH-1:0]  r_data;
    logic [7:0]                         r_id;
    modport master (   
        input  aw_ready,
        output aw_valid, aw_len, aw_addr, aw_id,
        input  ar_ready,
        output ar_valid, ar_len, ar_addr, ar_id,
        input  w_ready,
        output w_valid, w_data, w_last, w_strb,
        input  b_valid, b_id,
        output b_ready,
        input  r_valid, r_last, r_data, r_id,
        output r_ready
    );
    modport slave (   
        input  aw_valid, aw_len, aw_addr, aw_id,
        output aw_ready,
        input  ar_valid, ar_len, ar_addr, ar_id,
        output ar_ready,
        input  w_valid, w_data, w_last, w_strb,
        output w_ready,
        input  b_ready,
        output b_valid, b_id,
        input  r_ready,
        output r_valid, r_last, r_data, r_id
    );
endinterface  
module skid_buffer #(
    parameter DW = 8
) (
    input logic clk,
    input logic rst,
    input  logic          valid_i,
    output logic          ready_o,
    input  logic [DW-1:0] data_i,
    output logic          valid_o,
    input  logic          ready_i,
    output logic [DW-1:0] data_o
);
logic          valid_ff;
logic [DW-1:0] data_ff;
always_ff @(posedge clk) begin
    if (rst) valid_ff <= '0;
    else if ((valid_i && ready_o) && (valid_o && !ready_i)) valid_ff <= '1;
    else if (ready_i) valid_ff <= '0;
end
always_ff @(posedge clk) begin
    if (rst) data_ff <= '0;
    else if (valid_i && ready_o) data_ff <= data_i;
end
always_comb begin
    ready_o = ~valid_ff;
    valid_o = ~rst & (valid_i | valid_ff);
    if (valid_ff) data_o = data_ff;
    else if (valid_i) data_o = data_i;
    else data_o = '0;
end
endmodule
```
`design/flow/run.sh`:
```
#!/bin/bash
# OpenROAD 26Q1-2900-gdf79404cd8, Yosys 0.63+post, stock flow scripts
make -C /OpenROAD-flow-scripts/flow DESIGN_CONFIG=/design/flow/config.mk WORK_HOME=/design/flow/orfs finish
```
`design/flow/config.mk`:
```
export PLATFORM = sky130hd
export DESIGN_NAME = skid_buffer
export DESIGN_NICKNAME = skid_buffer
export VERILOG_FILES = /design/flow/design.v
export SDC_FILE = /design/flow/constraint.sdc
export NUM_CORES = 4
export LEC_CHECK = 1
export CORE_AREA = 10 10 70 70
export DIE_AREA = 0 0 80 80
```
`design/flow/constraint.sdc`:
```
current_design skid_buffer

set clk_period 2.2
set clk_io_pct 0.2

create_clock -name clk0 -period $clk_period [get_ports {clk}]

set non_clock_inputs [all_inputs -no_clocks]
set_input_delay [expr $clk_period * $clk_io_pct] -clock clk0 $non_clock_inputs
set_output_delay [expr $clk_period * $clk_io_pct] -clock clk0 [all_outputs]
```
==> notes.org <==
* Flow results

** Worst setup path
- Per the post-run analysis, buffers plus inverters along the critical path come to 3.
- Largest delay share family, worst path :: buffers and inverters
- For this run, the slowest stage of the critical path takes 0.42 ns.
- STA classifies the critical path startpoint as an input pin.
- The critical path maximum fanout is 7.
- The OpenROAD report gives the critical path a data arrival time of 1.56 ns.
- Standard cell with the maximum stage delay on the critical path :: sky130_fd_sc_hd__clkdlybuf4s50_1
- Endpoint required time on the critical path :: 1.76 ns
- Cells on worst reg2reg path :: 3
- The critical path is of the in -> out type.
- The worst setup path is captured at an output pin.
- The report lists the cells along the critical path as dlygate4sd2_1, nor2b_4, buf_12, a22o_1, clkdlybuf4s50_1.
- Per the OpenROAD timing report, the critical path contains 5 cells.

** Cells and area
- Ratio of cells with drive above 1 in the final layout :: 0.141
- For this run, the share of the core covered by cells in the final layout is 0.245.
- The library cell used most frequently in the layout, excluding fill and tap cells, is sky130_fd_sc_hd__clkdlybuf4s50_1.
- The finished layout holds 124 standard cells, fillers aside.
- By instance count after routing, the leading logic cell types are sky130_fd_sc_hd__clkdlybuf4s50_1, sky130_fd_sc_hd__dfxtp_1.
- Growth of design area from synthesis to finish :: 73.1%

** Job
- Max-cap violations in this run came to 0.
- In this run the tools logged warnings totalling 25.

** STA
- The tightest hold path in the finished design has a slack of 0.474 ns.
- Setup repair after global routing left no endpoint under its margin.
- Share of the clock period used by the worst path :: 0.907
- For the finished layout, the period the worst path requires is 2.00 ns.
- Max-slew check failures listed in the final report amount to 0.
- Worst setup margin :: 0.204 ns
- For the pin with the worst max-slew slack, the measured transition is 0.210 ns.
- Max-Slew Margin vs Limit :: 0.860
- For this run, the final setup violation count is recorded as 0.
- After layout, the setup clock skew is reported as 0.00904 ns.
- Per the timing report, the achievable frequency comes out to 0.501 GHz.
- Per the final timing report, the hold violations number 0.

** Pwr
- Power per cell area :: 490 nW/um^2
- Leakage power of the design :: 0.342 nW
- Total power for the finished layout comes to 0.411 mW.
- Maximum vdd ir drop :: 0.000331 V

** CTS
- Clock latency at the later pin of the worst-skew pair :: 0.26 ns
- Total CTS buffers :: 3
- Number of H-tree levels :: 1
- Maximum buffer depth of the clock tree :: 2
- For this design, the sink count on the clock tree is 9.
- Clock tree from TritonCTS :: yes
- Root cell of the clock tree :: sky130_fd_sc_hd__clkbuf_4
- The post-CTS hold buffer count recorded in the log is 0.
- Clock transition at path regs :: 0.06 ns

** Yosys
- For this design, Yosys synthesis ends with a cell count of 50.
- The cell area that synthesis handed to floorplanning was 484 sq um.
- Gate count of the mapped netlist :: 50
- Average cell area after synthesis :: 9.68 sq um
- Post-synthesis cell type count :: 12
- Total cell area reported by yosys after synthesis :: 484 sq um
- Per Yosys stat, the portion of area used by sequential elements is 0.372.
- Number of warnings reported in the yosys synthesis log :: 1
- Flops out of synthesis :: 9

** Die
- Io pins :: 22
- At the floorplan stage, the core utilization is reported as 0.142.
- Per the OpenROAD floorplan log, the width of the die is 80 um.
- Placeable Area :: 3420 sq um
- Measured along the y axis, the die boundary spans 80 um.
- After floorplanning, the die was sized to cover 6400 sq um.
- FP Rows :: 21

** Placement
- RePlAce ended its routability-driven mode at a weighted congestion of 0.671.
- Before CTS, the worst setup slack after placement is -0.0695 ns.
- Detailed placement finished with a half-perimeter wire length of 1.12 mm.
- Placed Instances :: 117
- Input and output buffers added on the ports amount to 21.

** Detailed routing
- Per the detail_route log, the uppermost layer with routed signals is met4.
- In the routed netlist, the antenna diode instances number 0.
- Length of routed wiring on met1 :: 784 um
- The script logs the mean routed wire length per placed instance as 12.3 um.
- Total met2 wirelength after detailed routing :: 562 um
- The pre-antenna-repair detailed-routing pass consisted of 4 iterations.
- Nets still carrying antenna violations after routing amount to 0.
- For this run, the detailed router reports a per-instance via density of 3.84.
- Via total after detailed routing :: 476
- Overall routed net length :: 1.52 mm
- Length of routed met3 wiring :: 164 um
- 1st-iter DRT viols :: 19
- For this run, design rule violations remaining after detail routing come to 0.

** Outcome
- The flow ran to the end, and the final reports show no timing, DRC or antenna violations.

** GRT
- GRT Total Usage :: 0.0488
- The first global-routing pass estimated 2.51 mm of wire.
- Via count of the first global-routing pass :: 494
- Pin count of the biggest net entering global routing :: 18
- The number of antenna violations at the first check in global routing is 0.
- Remaining global-route overflow :: 0

** Worst hold path
- Counting instances, the worst hold path has a depth of 2.
- Hold/Removal Path Class :: reg -> reg
==> area by class of cell <==
class                   count  area [sq um]
multi-input cells          36           277
inverters                   1          3.75
repair buffers             28           294
flip-flops and latches      9           180
fillers                   381          2580
well taps                  46          57.6
clock buffers               4          26.3
==> kinds of logic (layout without fill, tap and decap cells) <==
group,after synthesis,count (layout),share of synthesized area
AND-OR/OR-AND,16,16,0.227
buffers and inverters,5,33,0.0568
flip-flops,9,9,0.372
AND/OR/NAND/NOR,20,20,0.344
==> path summary, 6_finish.rpt <==
kind                      startpoint                 endpoint  slack [ns]
max                          valid_i                data_o[5]        0.20
min          data_ff[4]$_SDFFE_PP0P_  data_ff[4]$_SDFFE_PP0P_        0.47
max reg2reg    valid_ff$_SDFFE_PP0P_  data_ff[0]$_SDFFE_PP0P_        0.98
min reg2reg  data_ff[4]$_SDFFE_PP0P_  data_ff[4]$_SDFFE_PP0P_        0.47
==> worst register-to-register path, cell delays in order (launching register included) <==
cell and delay, ns:
sky130_fd_sc_hd__dfxtp_1 0.36, sky130_fd_sc_hd__buf_4 0.20, sky130_fd_sc_hd__or4bb_1 0.50, sky130_fd_sc_hd__o21ai_0 0.08
==> registers in the layout, indices dropped and copies added (netlist names) <==
register	count
data_ff	8
valid_ff	1
==> routing by layer <==
layer  track usage  vias to the layer above
met5             0                        -
met3        0.0318                        2
met2        0.0586                       19
met4       0.00352                        0
li1              -                      245
met1        0.0717                      210
==> where the power goes <==
part           internal [mW]  switching, mW  total (mW)
Sequential             0.173        0.00594       0.179
Clock                 0.0699         0.0591       0.129
Combinational         0.0715         0.0314       0.103
Total                  0.314         0.0964       0.411
==> cells in the mapped netlist <==
library cell | number | area (sq um)
sky130_fd_sc_hd__o21ai_0 | 8 | 40.0
sky130_fd_sc_hd__buf_4 | 2 | 15.0
sky130_fd_sc_hd__nor2b_4 | 1 | 13.8
sky130_fd_sc_hd__nand2b_1 | 8 | 50.1
sky130_fd_sc_hd__buf_2 | 1 | 5.00
sky130_fd_sc_hd__inv_1 | 1 | 3.75
sky130_fd_sc_hd__dfxtp_1 | 9 | 180
sky130_fd_sc_hd__or4bb_1 | 8 | 90.1
sky130_fd_sc_hd__nor3_1 | 1 | 5.00
sky130_fd_sc_hd__clkbuf_1 | 1 | 3.75
sky130_fd_sc_hd__a22o_1 | 8 | 70.1
sky130_fd_sc_hd__nor2_1 | 2 | 7.51
==> timing repair <==
item                                    in CTS  in global routing
endpoints found under the setup margin       8                  0
resized                                      5                  0
hold endpoints to repair                     0                  0
buffers inserted                             2                  0
==> per-stage QoR <==
stage | instance area (sq um) | TNS (ns)
global placement | 771 | -0.461
CTS | 838 | 0
floorplan | 484 | 0
finish | 838 | 0
global route | 838 | 0
detailed placement | 771 | -0.478
Power is estimated from default activity; no workload was simulated.
